==> flow/design.v <==
`timescale 1ns / 1ps
module Mux32bit(
    input [31:0] A , 
    input [31:0] B , 
    input sel , 
    output [31:0] Result 
    );
    assign Result = (sel == 0) ? A : B ; 
endmodule
`timescale 1ns / 1ps
module Pipeline_Stage2(
    input flush,
    input clk, 
    input rst,
    input [4:0] waddr,
    input [31:0] inst_out,
    input [31:0] pc_out,
    input [31:0] pc_incr4_out,
    input [31:0] wr_result, 
    input RegWriteW,
    input stall,
    output reg [31:0] Imm_SE_o,
    output reg [31:0] pc_incr4_out_o,
    output reg [31:0] pc_out_o,
    output reg [4:0] RdD_o,
    output reg [31:0] rdata1_o,
    output reg [31:0] rdata2_o,
    output reg [3:0] ALUControl_o,
    output reg branch_o,
    output reg MemWrite_o,
    output reg [1:0] Result_o,
    output reg ALUSrc_o,
    output reg RegWrite_o,
    output reg [4:0] RS1_E,
    output reg [4:0] RS2_E,
    output reg [1:0] RS_valid_o,
    output reg [1:0] type_o,
    output reg u_o,
    output reg MemRead_o,
    output reg [2:0] branch_type_o,
    output reg [6:0] op_out
    );
    parameter R_OP =  7'b0110011;
    parameter I_OP = 7'b0010011 ; 
    parameter I_LOAD_OP =  7'b0000011 ;
    parameter STORE_OP =  7'b0100011;
    parameter BRANCH_OP =  7'b1100011;  
    parameter AUIPC_OP = 7'b0010111; 
    parameter JAL_OP = 7'b1101111; 
    parameter LUI_OP = 7'b0110111; 
    parameter JALR_OP = 7'b1100111;
    wire [6:0] op,funct7; 
    wire [2:0] funct3; 
    assign op = inst_out[6:0];
    assign funct7 = inst_out[31:25];
    assign funct3 = inst_out[14:12];
    wire [2:0] ImmSrc;
    wire [1:0] RS_valid;
    wire [3:0] ALUControl;
    wire branch,MemWrite,ALUSrc,RegWrite,AUIPC;
    wire [1:0]type,Result;
    wire u;
    wire MemRead;
    wire [2:0] branch_type;
    controller Control_Unit(
                            .Opcode(op),
                            .Funct_7bit(funct7),
                            .Funct_3bit(funct3),
                            .ImmSrc(ImmSrc),
                            .ALUControl(ALUControl),
                            .branch(branch),
                            .MemWrite(MemWrite),
                            .ResultSrc(Result),
                            .ALUSrc(ALUSrc),
                            .RegWrite(RegWrite),
                            .AUIPC(AUIPC),
                            .RS_valid(RS_valid),
                            .type(type),
                            .u(u),
                            .MemRead(MemRead),
                            .branch_type(branch_type)
                            );
    wire [4:0] raddr1,raddr2,raddr3; 
    wire [31:0] wdata; 
    wire RegWr ; 
    assign raddr1 = inst_out[19:15]; 
    assign raddr2 = inst_out[24:20];
    assign raddr3 = waddr;
    assign wdata = wr_result; 
    assign RegWr = RegWriteW; 
    wire [31:0] rdata1,rdata2,rdata1_t; 
    Registers Register_File(
                            .raddr1_regf(raddr1),
                            .raddr2_regf(raddr2),
                            .waddr_regf(raddr3),
                            .wdata_regf(wdata),
                            .regf_rdata1(rdata1_t),
                            .regf_rdata2(rdata2),
                            .reg_write(RegWr),
                            .clk(clk),
                            .rst(rst)
                            );
     Mux32bit AUIPC_mux(
                        .A(rdata1_t),
                        .B(pc_out),
                        .sel(AUIPC),
                        .Result(rdata1)
                        );                       
    wire [31:0] Imm;  
    assign Imm = inst_out[31:0]; 
    wire [31:0] Imm_SE;                  
    sign_extend Extend(
                       .Imm(Imm),
                       .ImmSrc(ImmSrc),
                       .SE(Imm_SE)
                       );
    wire [4:0] RdD;  
    assign RdD = inst_out[11:7];
    always@(posedge clk or negedge rst) begin 
        if(!rst) begin
            Imm_SE_o <= 0; 
            pc_incr4_out_o <= 0; 
            pc_out_o <= 0; 
            RdD_o <= 0; 
            rdata1_o <= 0; 
            rdata2_o <= 0; 
            ALUControl_o <= 0; 
            branch_o <= 0; 
            MemWrite_o <= 0; 
            Result_o <= 0; 
            ALUSrc_o <= 0; 
            RegWrite_o <= 0; 
            RS1_E <= 0;
            RS2_E <= 0;
            RS_valid_o <= 0 ; 
            type_o <= 0;
            u_o <= 0;
        end
        else begin
            Imm_SE_o <= Imm_SE; 
            pc_incr4_out_o <= pc_incr4_out; 
            pc_out_o <=  pc_out; 
            RdD_o <= RdD; 
            rdata1_o <= rdata1; 
            rdata2_o <= rdata2; 
            op_out <= op;
            RS_valid_o <= RS_valid;  
            RS1_E <= inst_out[19:15];
            RS2_E <= inst_out[24:20]; 
            branch_o = branch;
            branch_type_o <= branch_type;
            if (!stall) begin 
                ALUSrc_o <= ALUSrc;
                ALUControl_o <= ALUControl;
                if(!flush) begin 
                    MemWrite_o <= MemWrite;  
                    type_o <= type;
                    u_o <= u;
                    MemRead_o <= MemRead;
                    Result_o <= Result;
                    RegWrite_o <= RegWrite;
               end
               else begin
                    Result_o <= Result;  
                    MemWrite_o <= 0;  
                    type_o <= 0;                   
                    u_o <= 0;
                    if(op == 7'b1100111) begin  
                        RegWrite_o <= RegWrite;   
                    end
                    else
                     RegWrite_o <= 0 ; 
                    MemRead_o <= 0;
                end
            end
            else begin 
                Result_o <= Result; 
                branch_o <= 0;  
                MemWrite_o <= 0;  
                ALUSrc_o <= 0;  
                type_o <= 0;
                u_o <= 0;    
                RegWrite_o <= 0;   
                MemRead_o <= 0;
                branch_type_o <= 0; 
            end
        end
    end 
endmodule
`timescale 1ns / 1ps
module Registers(
input [4:0] raddr1_regf ,
input [4:0] raddr2_regf , 
input [4:0] waddr_regf , 
input [31:0] wdata_regf , 
output [31:0] regf_rdata1 , 
output [31:0] regf_rdata2 , 
input reg_write ,
input clk,
input rst
);
reg [31:0] regf [0:31] ;
integer i ; 
initial begin 
    for(i = 0 ; i < 32 ; i = i + 1 ) begin 
        regf[i] = 32'b0 ; 
    end 
end 
always@(*) begin 
     regf[0] = 0 ; 
end 
always@(negedge clk) begin 
if(reg_write) begin  
  regf[waddr_regf] <= wdata_regf;
 end
end 
assign regf_rdata2 =  (!rst)? 32'b0:regf[raddr2_regf] ; 
assign regf_rdata1 =  (!rst)? 32'b0:regf[raddr1_regf] ; 
endmodule
`timescale 1ns / 1ps
module controller( input [6:0] Opcode,
                   input [6:0] Funct_7bit, 
                   input [2:0] Funct_3bit,
                   output [2:0] ImmSrc,
                   output [3:0] ALUControl,
                   output branch,
                   output MemWrite,
                   output [1:0] ResultSrc,
                   output ALUSrc,
                   output RegWrite,
                   output AUIPC,
                   output [1:0] RS_valid,
                   output [1:0] type,
                   output u,
                   output MemRead,
                   output [2:0] branch_type
                   );
parameter R_OP =  7'b0110011;
parameter I_OP = 7'b0010011 ; 
parameter I_LOAD_OP =  7'b0000011 ;
parameter STORE_OP =  7'b0100011;
parameter BRANCH_OP =  7'b1100011;  
parameter AUIPC_OP = 7'b0010111; 
parameter JAL_OP = 7'b1101111; 
parameter LUI_OP = 7'b0110111; 
parameter JALR_OP = 7'b1100111;
parameter BEQ = 3'b000,BNE = 3'b001,BLT = 3'b100,BGE = 3'b101,BLTU = 3'b110,BGEU = 3'b111; 
wire [1:0] ALUOp;  
assign branch_type = Funct_3bit;
assign type = Funct_3bit[1:0];
assign u = Funct_3bit[2];
assign AUIPC = (Opcode == AUIPC_OP)? 1 : 0;       
assign RegWrite = (Opcode == JAL_OP | Opcode == JALR_OP | Opcode == I_LOAD_OP | Opcode == R_OP | Opcode == I_OP | Opcode == LUI_OP | Opcode == AUIPC_OP )? 1 : 0;
assign ImmSrc = (Opcode == I_LOAD_OP | Opcode == I_OP | Opcode == JALR_OP)? 3'b000 :
                (Opcode == STORE_OP)? 3'b001 :
                (Opcode == JAL_OP)? 3'b010 :
                (Opcode == BRANCH_OP)? 3'b011 : 
                (Opcode == LUI_OP | Opcode == AUIPC_OP)? 3'b100 : 3'bxxx ; 
assign ALUSrc = (Opcode == JALR_OP | Opcode == I_LOAD_OP | Opcode == STORE_OP | Opcode == I_OP | Opcode == LUI_OP | Opcode == AUIPC_OP)? 1 : 0;
assign MemWrite = (Opcode == STORE_OP)? 1 : 0;
assign MemRead = (Opcode == I_LOAD_OP)? 1 : 0;
assign ResultSrc = (Opcode == JAL_OP | Opcode == JALR_OP)? 2'b10 : 
                    (Opcode == I_LOAD_OP)? 2'b01 : 2'b00;
assign branch = (Opcode == BRANCH_OP | Opcode == JAL_OP | Opcode == JALR_OP)? 1 : 0;
assign ALUOp = (Opcode == R_OP)? 2'b10 :
               (Opcode == BRANCH_OP)? 2'b01 : 2'b00;
assign RS_valid = (Opcode == R_OP | Opcode == STORE_OP | Opcode == BRANCH_OP)? 2'b00 :  
                  (Opcode == JALR_OP | Opcode == I_LOAD_OP | Opcode == I_OP)? 2'b01 :   
                  2'b10 ;
assign ALUControl = (Opcode == R_OP && Funct_3bit == 3'b000 && Funct_7bit[5] == 0)? 4'b0000 :  
                    ((Opcode == BRANCH_OP && (Funct_3bit == BEQ || Funct_3bit == BNE))|
                    (Opcode == R_OP && Funct_3bit == 3'b000 && Funct_7bit[5] == 1))? 4'b0001 :  
                    ((Opcode == R_OP || Opcode == I_OP) && Funct_3bit == 3'b111)? 4'b0100 :  
                    ((Opcode == R_OP || Opcode == I_OP) && Funct_3bit == 3'b110)? 4'b0011 :  
                    ((Opcode == R_OP || Opcode == I_OP) && Funct_3bit == 3'b001)? 4'b0110 :  
                    ((Opcode == BRANCH_OP && (Funct_3bit == BLT || Funct_3bit == BGE))|
                    ((Opcode == R_OP || Opcode == I_OP) && Funct_3bit == 3'b010))? 4'b1001 :  
                    ((Opcode == BRANCH_OP && (Funct_3bit == BLTU || Funct_3bit == BGEU))|
                    ((Opcode == R_OP || Opcode == I_OP) && Funct_3bit == 3'b011))? 4'b0101 :  
                    ((Opcode == R_OP || Opcode == I_OP) && Funct_3bit == 3'b101 && Funct_7bit[5] == 0)? 4'b0111 :  
                    ((Opcode == R_OP ||  Opcode == I_OP) && Funct_3bit == 3'b101 && Funct_7bit[5] == 1)? 4'b1000 : 
                    ((Opcode == R_OP || Opcode == I_OP) && Funct_3bit == 3'b100)? 4'b0010 : 4'b0000; 
endmodule 
`timescale 1ns / 1ps
module sign_extend(
        input [31:0] Imm,
        input [2:0] ImmSrc,
        output [31:0] SE);
assign SE = (ImmSrc == 3'b000)? {{20{Imm[31]}},Imm[31:20]} :
            (ImmSrc == 3'b001)? {{20{Imm[31]}},Imm[31:25],Imm[11:7]}  :
            (ImmSrc == 3'b010)? {{11{Imm[31]}},Imm[31],Imm[19:12],Imm[20],Imm[30:21],1'b0} : 
            (ImmSrc == 3'b011)? {{19{Imm[31]}},Imm[31],Imm[7],Imm[30:25],Imm[11:8],1'b0} : 
            (ImmSrc == 3'b100)? {Imm[31:12],12'b0} : 32'bx ;  
endmodule
==> flow/run.sh <==
#!/bin/bash
# OpenROAD 26Q1-2900-gdf79404cd8, Yosys 0.63+post, stock flow scripts
make -C /OpenROAD-flow-scripts/flow DESIGN_CONFIG=/design/flow/config.mk WORK_HOME=/design/flow/orfs finish
==> flow/config.mk <==
export PLATFORM = sky130hd
export DESIGN_NAME = Pipeline_Stage2
export DESIGN_NICKNAME = Pipeline_Stage2
export VERILOG_FILES = /design/flow/design.v
export SDC_FILE = /design/flow/constraint.sdc
export NUM_CORES = 4
export LEC_CHECK = 1
export CORE_UTILIZATION = 30
==> flow/constraint.sdc <==
current_design Pipeline_Stage2

set clk_period 2.2
set clk_io_pct 0.2

create_clock -name clk0 -period $clk_period [get_ports {clk}]

set non_clock_inputs [all_inputs -no_clocks]
set_input_delay [expr $clk_period * $clk_io_pct] -clock clk0 $non_clock_inputs
set_output_delay [expr $clk_period * $clk_io_pct] -clock clk0 [all_outputs]
==> results.sh <==
# source this file to load flow results
export IMPL_end_kind="flop"
export IMPL_maxCapViolCount=0
export IMPL_core_area_um2=163000
export IMPL_viasPerCell=5.99
export IMPL_grt_pass1_vias=51573
export IMPL_rows=148
export IMPL_layout_cells_most_common="inv_1"
export IMPL_tightest_slew_ns=0.899
export IMPL_pre_cts_ws_ns=-1.38
export IMPL_grtUsageTotal=0.408
export IMPL_cp_data_required_time_ns=2.89
export IMPL_grt_antenna_before_repair=17
export IMPL_layout_top_cells="1,016 x inv_1, 1,003 x edfxtp_1, 932 x buf_4"
export IMPL_path_cells="mux2i_1 -> buf_4 -> nor3_2 -> a2111oi_2 -> nand3_1 -> nor4_4 -> buf_4 -> o21ai_2"
export IMPL_numCtsBuffers=145
export IMPL_p_leak_nw=33.8
export IMPL_die_area_um2=167000
export IMPL_hp_class="primary input to flop"
export IMPL_vdd_drop_max_v=0.000911
export IMPL_p_per_area_nw_per_um2=780
export IMPL_cpMostUsedCell="buf_4"
export IMPL_die_x_um=408
export IMPL_fin_worst_skew_ns=0.0623
export IMPL_flop_cell="edfxtp_1"
export IMPL_dp_cells=6901
export IMPL_ys_cells=3412
export IMPL_io_pins=339
export IMPL_ys_ff=1193
export IMPL_log_warning_count=1020
export IMPL_hold_slack_ns=0.0576
export IMPL_finalHoldViolCount=0
export IMPL_syn_inst=3412
export IMPL_edf_count=1003
export IMPL_cts_tree="done"
export IMPL_slew_violations=0
export IMPL_slowest_delay_ns=0.49
export IMPL_ys_warn_count=3
export IMPL_crit_fanout=2
export IMPL_initial_core_util=0.303
export IMPL_ys_types=77
export IMPL_syn_cell_area_um2=49500
export IMPL_wl_per_cell_um=39.6
export IMPL_critPathArrivalTime_ns=3.92
export IMPL_worst_slack_ns=-1.03
export IMPL_port_buffers=338
export IMPL_avgSynthCellArea_um2=14.5
export IMPL_route_final_wire_length_um=331000
export IMPL_clockBufferDepth=3
export IMPL_worstSetupStartpointType="flop"
export IMPL_htree_levels=4
export IMPL_instances_no_fill=8351
export IMPL_setup_violations=985
export IMPL_grt_start_max_net_pins=83
export IMPL_dp_hpwl_um=219000
export IMPL_rsz0062_at_grt="yes"
export IMPL_remaining_drc_errors=0
export IMPL_routabilityCongestion=1.08
export IMPL_met3_usage=0.342
export IMPL_tns_ns=-167.59
export IMPL_crit_type="flop to flop"
export IMPL_clock_latency_ns=0.84
export IMPL_drt_pass1_iter_count=7
export IMPL_ys_area_um2=49500
export IMPL_die_h_um=408
export IMPL_violations="negative setup slack"
export IMPL_clk_pin_slew_ns=0.06
export IMPL_cp_slowest_cell="edfxtp_1"
export IMPL_grt_use_met1=0.422
export IMPL_grt_overflow_total=0
export IMPL_grt_busiest_layer="met2"
export IMPL_outcome="complete, but fails checks"
export IMPL_vias=50012
export IMPL_syn2layout_area_growth_pct=65.8
export IMPL_clock_sinks=1193
export IMPL_slew_limit_headroom=0.400
export IMPL_cts_root_buf="clkbuf_16"
export IMPL_async_flop_share=0.159
export IMPL_postSynthSeqShare=0.704
export IMPL_drt_initial_drc_count=6329
export IMPL_drive_gt1_frac=0.343
export IMPL_antenna_left=0
export IMPL_grtUsageMet2=0.540
export IMPL_grt_pass1_wl_um=428000
layout make-up:
type | count | area (µm²)
Multi-Input combinational cell | 1962 | 16100
Tap cell | 2175 | 2720
Fill cell | 13543 | 81200
Sequential cell | 1193 | 34900
Clock inverter | 1090 | 4830
Clock buffer | 164 | 3970
Timing Repair Buffer | 1731 | 19500
Antenna cell | 20 | 50.0
Inverter | 16 | 60.1
per-layer routing:
metal / vias up / routed length, µm
li1: 19389 / -
met1: 23692 / 99700
met2: 5214 / 135000
met3: 1615 / 63300
met4: 102 / 29300
met5: - / 3490
timing repair:
item | 4_1_cts | 5_1_grt
resized | 331 | 262
hold buffers | 1 | 0
setup buffers | 118 | 63
endpoints found under the hold margin | 85 | 0
gates cloned | 41 | 14
endpoints found under the setup margin | 1058 | 1038
pin swaps | 150 | 211
through the flow:
stage,util,power (mW),cell area [µm²]
detailed placement,0.416,33.2,67900
floorplan,-,29.5,50000
global placement,0.416,33.2,67900
global route,0.502,66.7,82100
finish,0.503,64.0,82100
CTS,0.492,63.9,80400
registers in the layout, summed over array words and instances (netlist names), 5 cells and up:
name and cells:
RS2_E 5, rdata2_o 32, rdata1_o 32, Register_File.regf 992, RS1_E 5, op_out 7, RdD_o 5, pc_incr4_out_o 32
Imm_SE_o 32, pc_out_o 32
Yosys cell counts (all sizes together) (8+ instances only):
master,number,share of area
edfxtp,1003,0.61
a22oi,696,0.11
nand2,205,0.016
dfrtp,190,0.096
buf,176,0.021
nor2,146,0.014
nand4,100,0.013
and3,88,0.011
a22o,74,0.013
clkbuf,64,0.0049
mux2i,63,0.013
a21oi,59,0.0060
nor3,55,0.0056
nand3,49,0.0053
a221oi,45,0.0080
o21ai,43,0.0043
a31oi,31,0.0039
nor2b,27,0.0034
nor4,27,0.0035
a2111oi,24,0.0048
nand2b,21,0.0027
a21o,20,0.0030
a32oi,18,0.0032
inv,17,0.0013
a222oi,14,0.0028
mux2,14,0.0033
nor3b,13,0.0021
o22ai,11,0.0014
and2,10,0.0013
nand3b,10,0.0021
a211oi,8,0.0012
o2bb2ai,8,0.0014
o32ai,8,0.0014
where the power goes:
group / switching, mW / internal, mW / total, mW
sequential: 0.260 / 25.2 / 25.4
combinational: 3.14 / 2.45 / 5.58
clock: 15.3 / 17.7 / 33.0
worst max-delay path: cells and delay by family (launching register included):
| kind | cells | cell delay (ns) |
|---|---|---|
| mux | 1 | 0.24 |
| compound gates | 2 | 0.33 |
| flops | 1 | 0.49 |
| buf+inv | 2 | 0.36 |
| simple gates | 3 | 0.62 |
path summary, 6_finish.rpt:
path | start | slack (ns) | depth (start not counted) | end
setup / recovery | Register_File.regf[15][5] | -1.03 | 8 | rdata1_o[5]
hold / removal | inst_out[19] | 0.06 | 2 | RS1_E[4]
setup reg to reg | Register_File.regf[15][5] | -1.03 | 8 | rdata1_o[5]
hold reg to reg | ALUControl_o[3] | 0.51 | 2 | ALUControl_o[3]
max in group asynchronous | rst | 0.96 | 4 | rdata1_o[5]
min in group asynchronous | rst | 0.36 | 3 | rdata2_o[15]
logic make-up (layout without fill, tap and decap cells):
group	count (synthesis)	after routing	share of synthesized area
AOI/OAI and AO/OA	1102	1102	0.168
and+or+nand+nor	783	783	0.0845
other	0	20	0
muxes	77	77	0.0160
DFF	1193	1193	0.704
buffers and inverters	257	3001	0.0274
No activity file was given, so power comes from the tool's default toggle rates.
