**flow/run.sh**
```bash
#!/bin/bash
# OpenROAD 26Q1-2900-gdf79404cd8, Yosys 0.63+post, stock flow scripts
make -C /OpenROAD-flow-scripts/flow DESIGN_CONFIG=/design/flow/config.mk WORK_HOME=/design/flow/orfs finish
```
**flow/config.mk**
```make
export PLATFORM = sky130hd
export DESIGN_NAME = Pipeline_Stage3
export DESIGN_NICKNAME = Pipeline_Stage3
export VERILOG_FILES = /design/flow/design.v
export SDC_FILE = /design/flow/constraint.sdc
export NUM_CORES = 4
export LEC_CHECK = 1
export CORE_UTILIZATION = 40
```
**flow/constraint.sdc**
```tcl
current_design Pipeline_Stage3

set clk_period 21.3
set clk_io_pct 0.2

create_clock -name clk0 -period $clk_period [get_ports {clk}]

set non_clock_inputs [all_inputs -no_clocks]
set_input_delay [expr $clk_period * $clk_io_pct] -clock clk0 $non_clock_inputs
set_output_delay [expr $clk_period * $clk_io_pct] -clock clk0 [all_outputs]
```
**flow/design.v**
```verilog
`timescale 1ns / 1ps
module ALU(
    input [3:0] op, 
    input [31:0] operand1 , 
    input [31:0] operand2 , 
    output zero,
    output [31:0] result
    );
assign result = (op == 4'b0000)? operand1 + operand2 :  
                (op == 4'b0001)? operand1 - operand2 :  
                (op == 4'b0010)? operand1 ^ operand2 :  
                (op == 4'b0011)? operand1 | operand2 :  
                (op == 4'b0100)? operand1 & operand2 :  
                (op == 4'b1001)? operand1 < operand2 :  
                (op == 4'b0110)? operand1 << operand2[4:0]:  
			    (op == 4'b0111)? operand1 >> operand2[4:0]:  
			    (op == 4'b1000)? operand1 >>> operand2[4:0]:  
			    (op == 4'b0101)? 
			                     (({operand1[31],operand2[31]} == 2'b01)? 0 :
			                     ({operand1[31],operand2[31]} == 2'b10)? 1 :
			                     operand1[30:0] < operand2[30:0] ):  
			    operand1 + operand2 ; 		                  		                     
assign zero = (result == 0)? 1'b1 : 1'b0 ; 
endmodule
`timescale 1ns / 1ps
module Add(
    input [31:0] A ,
    input [31:0] B , 
    output [31:0] sum 
    );
    assign sum = A + B ;
endmodule
`timescale 1ns / 1ps
module Mux32bit(
    input [31:0] A , 
    input [31:0] B , 
    input sel , 
    output [31:0] Result 
    );
    assign Result = (sel == 0) ? A : B ; 
endmodule
`timescale 1ns / 1ps
module Mux3_1(
    input [31:0] a,
    input [31:0] b,
    input [31:0] c,
    input [1:0] s,
    output [31:0] d
    );
    assign d = (s==2'b00)? a :
               (s==2'b01)? b :
               (s==2'b10)? c : 32'bz ; 
endmodule
`timescale 1ns / 1ps
module Pipeline_Stage3(
    input flush,
    input [6:0] op,
    output reg [6:0] op_out,
    input [2:0] branch_type,
    input clk,
    input rst,
    input [1:0] ForwardA_E,
    input [1:0] ForwardB_E, 
    input [31:0] WB_Data,
    input [31:0] Imm_SE,
    input [31:0] pc_incr4_out,
    input [31:0] pc_out,
    input [4:0] RdD,
    input [31:0] rdata1,
    input [31:0] rdata2,
    input [3:0] ALUControl,
    input branch,
    input MemWrite,
    input [1:0] Result,
    input ALUSrc,
    input RegWrite,
    output [31:0] PC_Branch_o,
    output reg ALU_zero_o,
    output reg [31:0] ALU_Result_o,
    output  PCSrcE,
    output reg RegWrite_o,
    output reg MemWrite_o,
    output reg [1:0] Result_o,
    output reg [4:0] RdD_o, 
    output reg [31:0] pc_incr4_out_o,
    output reg [31:0] wdata_o,
    input [1:0] type,
    output reg [1:0] type_o,
    input u,
    output reg u_o 
    );
    parameter BEQ = 3'b000,BNE = 3'b001,BLT = 3'b100,BGE = 3'b101,BLTU = 3'b110,BGEU = 3'b111; 
    wire [31:0] rdata1_o;
    Mux3_1 Mux_ALUA (
                    .a(rdata1),
                    .b(WB_Data),  
                    .c(ALU_Result_o),  
                    .s(ForwardA_E),  
                    .d(rdata1_o)  
                    );
    wire [31:0] rdata2_o; 
    Mux3_1 Mux_ALUB (
                    .a(rdata2),
                    .b(WB_Data),  
                    .c(ALU_Result_o),
                    .s(ForwardB_E),  
                    .d(rdata2_o)  
                    );
    wire [31:0] RD2;
    wire [31:0] ImmExt;
    assign RD2 = rdata2_o ; 
    assign ImmExt = Imm_SE;
    wire [31:0] ALU_In2; 
    Mux32bit ALU_Mux(RD2,ImmExt,ALUSrc,ALU_In2);
    wire [31:0] A,B; 
    wire [3:0] ALUSel;
    assign A = rdata1_o;
    assign B = ALU_In2;
    assign ALUSel = ALUControl;
    wire [31:0] ALU_Result,ALU_Result_temp;
    wire ALU_zero;
    ALU ALU_block(
                .op(ALUSel), 
                .operand1(A), 
                .operand2(B), 
                .zero(ALU_zero),
                .result(ALU_Result_temp)
                );
    assign ALU_Result = (op == 7'b1100111 ) ? {ALU_Result_temp[31:1],1'b0} :
                                              ALU_Result_temp ; 
    wire [31:0] PC;
    wire [31:0] SE;
    assign PC = pc_out;
    assign SE = Imm_SE;
    wire [31:0] PC_Branch;
    Add Add_Branch(
               .A(PC),
               .B(SE),
               .sum(PC_Branch)
               );
    assign PC_Branch_o = PC_Branch;
    assign PCSrcE =(branch && ((branch_type == BEQ && ALU_zero)||
                                (branch_type == BNE && !ALU_zero)||
                                (branch_type == BLT && ALU_Result)||  
                                (branch_type == BGE && !ALU_Result)||  
                                (branch_type == BLTU && ALU_Result)||  
                                (branch_type == BGEU && !ALU_Result)||
                                (op == 7'b1101111) ||
                                (op == 7'b1100111)           
                                ))? 1'b1 : 1'b0;
    always @(posedge clk or negedge rst) begin
        if(rst == 1'b0) begin
            RegWrite_o <= 0; 
            MemWrite_o <= 0; 
            Result_o <= 0;
            RdD_o <= 0;
            pc_incr4_out_o <= 0; 
            wdata_o <= 0; 
            ALU_Result_o <= 0;
            type_o <= 1'bx;
            u_o <= 0;
            op_out <= 0 ; 
        end
        else begin
            RegWrite_o <= RegWrite; 
            MemWrite_o <= MemWrite; 
            Result_o <= Result;
            RdD_o <= RdD;
            pc_incr4_out_o <= pc_incr4_out; 
            wdata_o <= RD2; 
            ALU_Result_o <= ALU_Result;
            type_o <= type;
            u_o <= u;
            op_out <= op ; 
        end
    end
endmodule
```
==> results_slide.txt <==
Run Summary

Critical path
  • R2r setup slk: 14,590 ps
  • Worst Path Arrival: 12,450 ps
  • Crit. Startpoint: ForwardB_E[0]
  • Reg-to-reg startpoint: ALU_Result_o[0]
  • WP data required: 17,040 ps
  • Worst Path Max Fanout: 36
  • Critical Path Sink Type: output pin
  • Crit-path slowest cell: buf_4
  • CP max stage delay: 580 ps
  • CP Class: input port to output pin
  • Worst setup SP type: input port

STA
  • Final Skew: 7.468 ps
  • Final hold violation count: 0
  • Final Cycle Share: 0.7847
  • Worst Tran Pin Value: 1005 ps
  • Fmax: 59.83 MHz
  • Setup TNS Final: 0 ps
  • Final setup violation count: 0
  • Rel. slew slack: 0.3228
  • Fin Hold WS: 532.2 ps
  • Unrepaired setup endpoints after global routing: no
  • Final Max Slew Viols: 0
  • Tmin final: 16,710 ps

Power and ir drop
  • PwrDens: 95.38 mW/mm2
  • Peak VDD IR: 50.43 uV
  • Lkg Pwr: 8.834 nW

Layout
  • Synthesis-to-finish area growth: 29.91%
  • Most frequent logic cell in the layout: clkdlybuf4s50_1
  • Share of layout cells above drive strength 1: 0.06715
  • Final core occ: 0.5277
  • Top cells excl fill/tap: clkdlybuf4s50_1, mux2i_1, nor2_1, a21oi_1, nand2_1

Floorplan
  • Rows: 72
  • Die W: 200.1 um
  • # IOs: 376
  • Die Ht: 200.1 um
  • Core area: 0.03865 mm2
  • Init Core Util: 0.4062
  • Die area: 0.04004 mm2

Placement
  • Port bufs: 373
  • Hpwl dp: 64,800 um
  • Final Wtd Congestion: 1.048

Detailed routing
  • DR vias: 18.17k
  • Initial drt markers: 1,934
  • Vias per inst: 6.275
  • DRT Pass-1 Iters: 6
  • DRC viols: 0
  • Routed len/inst: 28.04 um
  • DRT Wirelength: 81,170 um
  • Post-route ant nets: 0

CTS
  • CTS Sinks: 115
  • Post-CTS Hold Fix Bufs: 0
  • CTS Root Cell: clkbuf_16
  • Deepest clock path buffer count: 2
  • H-tree Lvls: 4
  • TritonCTS clock tree: built
  • Total CTS buffers: 17
  • Clock-pin slew on the worst setup and hold paths: 60 ps
  • Clk latency of the worst-skew pair: 420 ps
  • PostCTS Resize Cnt: 0
  • Post-CTS setup buffer count: 0

Synth
  • Synth Warn #: 3
  • Post-synthesis instance area: 0.01570 mm2
  • Netlist cell types: 96
  • Yosys stat area: 0.01570 mm2
  • Cells in synth_stat.txt: 2,046
  • FFs w/ async S/R, synth: 1.000
  • Mean Syn Cell Area: 7.672 um2
  • EDFF count, synth: 0
  • Gate Count Post-Synth: 2,046
  • Register share after synthesis: 0.1833
  • Main synth FF type: dfrtp_1
  • Ys flops: 115

Global route
  • Number of antenna violations at the first check in global routing: 9
  • Largest net degree at the start of global routing: 70
  • Vias in the first global route: 16.92k
  • GRT Total Usage: 0.4043
  • Grt ovf: 0
  • Global-route wire length before repair: 116,800 um

Flow run
  • Max-cap violations: 0
  • Tool Warnings: 91

Run status
  • Status: completed

Min path
  • Hold_sp: ALU_Result_o[28]
  • Hold Crit Class: flop to flop
==> report_power, final <==
part	switching (mW)	internal [mW]
logic	0.820	0.542
registers	0.0404	0.268
clock network	0.109	0.166
total	0.969	0.976
==> registers in the layout, summed over array words and instances (netlist names) <==
register / flops
ALU_Result_o: 32
pc_incr4_out_o: 32
wdata_o: 32
op_out: 7
RdD_o: 5
Result_o: 2
type_o: 2
MemWrite_o: 1
RegWrite_o: 1
u_o: 1
==> final cells by class <==
type,instances,area (um2)
Antenna cell,9,22.52
Multi-Input combinational cell,1642,11600
Tap cell,518,648.1
Timing Repair Buffer,428,4109
Fill cell,3533,18250
Clock buffer,20,456.7
Clock inverter,12,107.6
Inverter,151,570.5
Sequential cell,115,2878
==> metrics by stage <==
step           instances  area, um2  worst slack (ps)  total power [mW]
5_1_grt             2890      20380              4419             2.047
4_1_cts             2886      20370              4782             1.908
2_1_floorplan       2046      15700              7172             1.089
3_3_place_gp        2854      19810              4831             1.623
6_report            2895      20390              4587             1.945
3_5_place_dp        2854      19810              4814             1.623
==> routing by layer <==
layer  vias up  wire, um  GRT usage
met5         -        33          0
met4         6      3336     0.1440
met3       164      8723    0.09313
met2      1179     36330     0.6186
met1      8670     32750     0.5633
li1       8146         -          -
==> synthesized netlist by cell type (10+ instances only) <==
| cell type | number | area share |
|---|---|---|
| o21a_1 | 41 | 0.020 |
| o21bai_1 | 11 | 0.0053 |
| o22ai_1 | 52 | 0.021 |
| nand2_1 | 161 | 0.038 |
| a221o_1 | 12 | 0.0077 |
| mux2_2 | 24 | 0.017 |
| nand4_1 | 10 | 0.0040 |
| nand2b_1 | 27 | 0.011 |
| buf_1 | 17 | 0.0041 |
| mux2i_1 | 172 | 0.11 |
| a22oi_1 | 11 | 0.0053 |
| a221oi_1 | 19 | 0.011 |
| o211ai_1 | 25 | 0.012 |
| a211o_1 | 11 | 0.0061 |
| xnor2_1 | 55 | 0.031 |
| inv_1 | 142 | 0.034 |
| or3_1 | 13 | 0.0052 |
| nor4_1 | 13 | 0.0052 |
| clkbuf_1 | 72 | 0.017 |
| nand3_1 | 38 | 0.012 |
| mux2i_2 | 10 | 0.0088 |
| nor2b_1 | 17 | 0.0068 |
| o221ai_1 | 16 | 0.0089 |
| dfrtp_1 | 115 | 0.18 |
| buf_2 | 35 | 0.011 |
| a211oi_1 | 17 | 0.0081 |
| a21oi_1 | 166 | 0.053 |
| a21o_1 | 19 | 0.0091 |
| a31oi_1 | 22 | 0.0088 |
| o21ai_1 | 15 | 0.0048 |
| o21ai_0 | 132 | 0.042 |
| nor3_1 | 52 | 0.017 |
| nor2_1 | 167 | 0.040 |
| o31ai_1 | 17 | 0.0081 |
| ha_1 | 128 | 0.10 |
==> kinds of logic (layout without fill, tap and decap cells) <==
| logic type | Yosys count | in the layout | synth area share |
|---|---|---|---|
| multiplexers | 214 | 214 | 0.1431 |
| AND-OR/OR-AND | 691 | 691 | 0.2934 |
| buffers and inverters | 289 | 611 | 0.07867 |
| XOR/XNOR | 61 | 61 | 0.03403 |
| AND/OR/NAND/NOR | 543 | 543 | 0.1601 |
| other | 1 | 10 | 0.0002389 |
| adder cells (fa/ha/maj) | 132 | 132 | 0.1071 |
| flip-flops | 115 | 115 | 0.1833 |
==> path summary, 6_finish.rpt <==
kind	end	depth (start not counted)
worst min-delay path	wdata_o[28]	2
worst max-delay path	PCSrcE	30
max in group asynchronous	ALU_Result_o[5]	2
worst max register to register	ALU_Result_o[0]	24
worst min register to register	wdata_o[28]	2
min in group asynchronous	wdata_o[30]	1
==> worst max-delay path, delay by kind of cell <==
| family | cells | cell delay (ps) |
|---|---|---|
| buf+inv | 5 | 2040 |
| simple gates | 6 | 1410 |
| mux | 1 | 380 |
| fa+ha+maj | 2 | 730 |
| compound gates | 16 | 3590 |
Power figures rest on the tool's default switching activity, not on a simulated workload.
